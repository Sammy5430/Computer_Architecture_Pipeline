==> design/flow/run.sh <==
#!/bin/bash
# OpenROAD 26Q1-2900-gdf79404cd8, Yosys 0.63+post, stock flow scripts
make -C /OpenROAD-flow-scripts/flow DESIGN_CONFIG=/design/flow/config.mk WORK_HOME=/design/flow/orfs finish
==> design/flow/config.mk <==
export PLATFORM = sky130hd
export DESIGN_NAME = hazard_forwarding_unit
export DESIGN_NICKNAME = hazard_forwarding_unit
export VERILOG_FILES = /design/flow/design.v
export SDC_FILE = /design/flow/constraint.sdc
export NUM_CORES = 4
export LEC_CHECK = 1
export CORE_AREA = 10 10 87 87
export DIE_AREA = 0 0 97 97
==> design/flow/constraint.sdc <==
current_design hazard_forwarding_unit

set clk_period 2.7
set clk_io_pct 0.2

create_clock -name clk0 -period $clk_period

set non_clock_inputs [all_inputs -no_clocks]
set_input_delay [expr $clk_period * $clk_io_pct] -clock clk0 $non_clock_inputs
set_output_delay [expr $clk_period * $clk_io_pct] -clock clk0 [all_outputs]
==> design/flow/design.v <==
module hazard_forwarding_unit(output reg[1:0] Data_Forw_PA, Data_Forw_PB, Data_Forw_PD, 
output reg NOP, LE_IF_ID, LE_PC, 
input[3:0] ID_Rn, ID_Rm, ID_Rd, EX_Rd, MEM_Rd, WB_Rd, 
input EX_RF_enable,MEM_RF_enable,WB_RF_enable, EX_load_instr);
	always @ (ID_Rn, ID_Rm, EX_Rd, MEM_Rd, WB_Rd, EX_RF_enable,MEM_RF_enable,WB_Rd, EX_RF_enable,MEM_RF_enable,WB_RF_enable, EX_load_instr)
	begin
		if(EX_RF_enable&&(ID_Rn==EX_Rd||ID_Rm==EX_Rd||ID_Rd==EX_Rd))
			begin
				if(ID_Rn==EX_Rd&&ID_Rm==EX_Rd&&ID_Rd==EX_Rd) 
					begin
						Data_Forw_PA<=2'b01;
						Data_Forw_PB<=2'b01;
						Data_Forw_PD<=2'b01;
					end
				else if(ID_Rn==EX_Rd&&ID_Rd==EX_Rd) 
					begin
						Data_Forw_PA<=2'b01;
						Data_Forw_PB<=2'b00;
						Data_Forw_PD<=2'b01;
					end
				else if(ID_Rm==EX_Rd&&ID_Rd==EX_Rd) 
					begin
						Data_Forw_PA<=2'b00;
						Data_Forw_PB<=2'b01;
						Data_Forw_PD<=2'b01;
					end
				else if(ID_Rn==EX_Rd&&ID_Rm==EX_Rd) 
					begin
						Data_Forw_PA<=2'b01;
						Data_Forw_PB<=2'b01;
						Data_Forw_PD<=2'b00;
					end
				else if(ID_Rn==EX_Rd) 
					begin
						Data_Forw_PA<=2'b01;
						Data_Forw_PB<=2'b00;
						Data_Forw_PD<=2'b00;
					end
				else if(ID_Rm==EX_Rd) 
					begin
						Data_Forw_PA<=2'b00;
						Data_Forw_PB<=2'b01;
						Data_Forw_PD<=2'b00;
					end
				else if(ID_Rd==EX_Rd) 
					begin
						Data_Forw_PA<=2'b00;
						Data_Forw_PB<=2'b00;
						Data_Forw_PD<=2'b01;
					end
			end
		else if(MEM_RF_enable&&(ID_Rn==MEM_Rd||ID_Rm==MEM_Rd||ID_Rd==MEM_Rd))
			begin
				if(ID_Rn==MEM_Rd&&ID_Rm==MEM_Rd&&ID_Rd==MEM_Rd) 
					begin
						Data_Forw_PA<=2'b10;
						Data_Forw_PB<=2'b10;
						Data_Forw_PD<=2'b10;
					end
				else if(ID_Rn==MEM_Rd&&ID_Rd==MEM_Rd) 
					begin
						Data_Forw_PA<=2'b10;
						Data_Forw_PB<=2'b00;
						Data_Forw_PD<=2'b10;
					end
				else if(ID_Rm==MEM_Rd&&ID_Rd==MEM_Rd) 
					begin
						Data_Forw_PA<=2'b00;
						Data_Forw_PB<=2'b10;
						Data_Forw_PD<=2'b10;
					end
				else if(ID_Rn==MEM_Rd&&ID_Rm==MEM_Rd) 
					begin
						Data_Forw_PA<=2'b10;
						Data_Forw_PB<=2'b10;
						Data_Forw_PD<=2'b00;
					end
				else if(ID_Rn==MEM_Rd) 
					begin
						Data_Forw_PA<=2'b10;
						Data_Forw_PB<=2'b00;
						Data_Forw_PD<=2'b00;
					end
				else if(ID_Rm==MEM_Rd) 
					begin
						Data_Forw_PA<=2'b00;
						Data_Forw_PB<=2'b10;
						Data_Forw_PD<=2'b00;
					end
				else if(ID_Rd==MEM_Rd) 
					begin
						Data_Forw_PA<=2'b00;
						Data_Forw_PB<=2'b00;
						Data_Forw_PD<=2'b10;
					end
			end
		else if(WB_RF_enable&&(ID_Rn==WB_Rd||ID_Rm==WB_Rd||ID_Rd==WB_Rd))
			begin
				if(ID_Rn==WB_Rd&&ID_Rm==WB_Rd&&ID_Rd==WB_Rd) 
					begin
						Data_Forw_PA<=2'b11;
						Data_Forw_PB<=2'b11;
						Data_Forw_PD<=2'b11;
					end
				else if(ID_Rn==WB_Rd&&ID_Rd==WB_Rd) 
					begin
						Data_Forw_PA<=2'b11;
						Data_Forw_PB<=2'b00;
						Data_Forw_PD<=2'b11;
					end
				else if(ID_Rm==WB_Rd&&ID_Rd==WB_Rd) 
					begin
						Data_Forw_PA<=2'b00;
						Data_Forw_PB<=2'b11;
						Data_Forw_PD<=2'b11;
					end
				else if(ID_Rn==WB_Rd&&ID_Rm==WB_Rd) 
					begin
						Data_Forw_PA<=2'b11;
						Data_Forw_PB<=2'b11;
						Data_Forw_PD<=2'b00;
					end
				else if(ID_Rn==WB_Rd) 
					begin
						Data_Forw_PA<=2'b11;
						Data_Forw_PB<=2'b00;
						Data_Forw_PD<=2'b00;
					end
				else if(ID_Rm==WB_Rd) 
					begin
						Data_Forw_PA<=2'b00;
						Data_Forw_PB<=2'b11;
						Data_Forw_PD<=2'b00;
					end
				else if(ID_Rd==WB_Rd) 
					begin
						Data_Forw_PA<=2'b00;
						Data_Forw_PB<=2'b00;
						Data_Forw_PD<=2'b11;
					end
			end
		else
			begin
				Data_Forw_PA<=2'b00;
				Data_Forw_PB<=2'b00;
				Data_Forw_PD<=2'b00;
			end
		if(EX_load_instr&&(ID_Rn==EX_Rd||ID_Rm==EX_Rd))
			begin
				NOP<=1'b0;
				LE_IF_ID<=1'b0;
				LE_PC<=1'b0;
			end
		else
			begin
				NOP<=1'b1;
				LE_IF_ID<=1'b1;
				LE_PC<=1'b1;
			end
	end
endmodule
==> qor.json <==
{
  "outcome": {"value": "finished with violations"},
  "violations": {"value": "negative setup slack"},
  "finalSetupViolations": {"value": 2},
  "worstPathCellList": {"value": "buf_6 > xor2_2 > nor4_4 > buf_4 > o21a_1 > or2_4 > nor2_4 > dlxtn_1 > clkdlybuf4s50_1"},
  "route.antenna.diode_count": {"value": 0},
  "finalHoldWorstSlack": {"value": 2020, "unit": "ps"},
  "synth_chip_area": {"value": 636, "unit": "sq um"},
  "worst_slack": {"value": -209, "unit": "ps"},
  "die_width": {"value": 97, "unit": "um"},
  "global_route_wire_length_before_repair": {"value": 3.95, "unit": "mm"},
  "via_count": {"value": 656},
  "pin_count_of_the_biggest_net_entering_global_routing": {"value": 6},
  "final.fill_count": {"value": 602},
  "period_used_share": {"value": 1.08},
  "place.gp.congestion": {"value": 0.876},
  "untimed_endpoints": {"value": 6},
  "synth-cells-yosys": {"value": 77},
  "chip_area": {"value": 9410, "unit": "sq um"},
  "post-dp-hpwl": {"value": 2.17, "unit": "mm"},
  "synth.yosys.warnings": {"value": 1},
  "worst_ep_required_time": {"value": 2160, "unit": "ps"},
  "timing.final.crit_period": {"value": 2910, "unit": "ps"},
  "design.core.area": {"value": 5640, "unit": "sq um"},
  "power.density_cell_area": {"value": 138, "unit": "nW/um^2"},
  "unclocked_pins": {"value": 6},
  "cap_violations": {"value": 0},
  "final_antenna_net_count": {"value": 0},
  "critical_path.slowest_cell": {"value": "clkdlybuf4s50_1"},
  "synth.cell_area": {"value": 636, "unit": "sq um"},
  "met1_length": {"value": 1.04, "unit": "mm"},
  "rsz0062_at_grt": {"value": "true"},
  "row_count": {"value": 27},
  "post_cts_hold_buffer_count": {"value": 0},
  "first_pass_drt_iterations": {"value": 4},
  "flow.area_growth_from_synthesis": {"value": 106, "unit": "%"},
  "dp.cells": {"value": 204},
  "buffer_ports.inserted": {"value": 37},
  "ios": {"value": 37},
  "fin_total_pwr": {"value": 0.000181, "unit": "W"},
  "mean_instance_size_in_the_synthesized_netlist": {"value": 8.25, "unit": "sq um"},
  "fp_util": {"value": 0.113},
  "cp-start-kind": {"value": "primary input"},
  "end_kind": {"value": "primary output"},
  "top_routing_layer_in_use": {"value": "met3"},
  "arrival": {"value": 2370, "unit": "ps"},
  "timing_worst_setup_path_type": {"value": "primary input to primary output"},
  "finalCoreUtilization": {"value": 0.232},
  "vias_in_the_first_global_route": {"value": 785},
  "wl_met3": {"value": 189, "unit": "um"},
  "report.final.hold_viol_count": {"value": 0},
  "postRouteWirelength": {"value": 2.37, "unit": "mm"},
  "post_layout_nonfiller_instances": {"value": 199},
  "drtIter0Drc": {"value": 15},
  "crit_path_max_incr_delay": {"value": 450, "unit": "ps"},
  "antenna_violations_before_repair": {"value": 0},
  "route.detailed.vias_per_inst": {"value": 3.30},
  "wl_per_cell": {"value": 11.9, "unit": "um"},
  "fp.dieH": {"value": 97, "unit": "um"},
  "peakVddDrop": {"value": 0.0000690, "unit": "V"},
  "route.met2.wl": {"value": 1.14, "unit": "mm"},
  "openroad.warnings": {"value": 34},
  "share_of_final_layout_standard_cells_stronger_than_drive_strength_1": {"value": 0.488},
  "crit_fanout": {"value": 5},
  "yosys_register_bits": {"value": 6},
  "netlist_instances": {"value": 77},
  "place_ws": {"value": -939, "unit": "ps"},
  "globalRouteOverflowTotal": {"value": 0},
  "leakage": {"value": 0.524, "unit": "nW"},
  "finalMaxSlewViolations": {"value": 0},
  "grtUsageTotal": {"value": 0.0502},
  "ys_types": {"value": 22},
  "drcViolationCount": {"value": 0},
  "peak_clock_frequency_supported_by_timing": {"value": 344, "unit": "MHz"},
  "worst_hold_path_type": {"value": "primary input to primary output"}
}
-- metrics by stage --
stage / TNS (ps) / cell area [sq um]
finish: -341 / 1310
global route: -734 / 1310
CTS: -566 / 1250
detailed placement: -5670 / 1210
global placement: -5470 / 1210
floorplan: 0 / 654
-- layout make-up --
class	instances	area, sq um	area share
multi-input combinational	73	757	0.577
tap	72	90.1	0.0687
sequential	6	90.1	0.0687
timing repair buffer	48	374	0.285
-- report_power, final --
part           leakage (nW)  switching (W)  internal (W)
registers            0.0459    0.000000398    0.00000630
clock network             0              0             0
logic                 0.479      0.0000846     0.0000893
total                 0.524      0.0000850     0.0000956
-- placed cells by master, fill, tap and decap left out, types with 2 or more instances in the layout --
master,count
xor2_1,17
buf_4,15
buf_2,11
xor2_2,9
xnor2_1,7
dlxtn_1,6
conb_1,6
clkdlybuf4s50_1,6
buf_6,4
dlygate4sd2_1,4
clkbuf_2,4
nor4_4,3
nor3_1,3
nand2_1,2
nand3_2,2
xor2_4,2
o21a_1,2
nand3_1,2
o21bai_1,2
a21oi_2,2
clkdlybuf4s15_1,2
-- Yosys cell counts (all sizes together) --
| cell type | instances | area (sq um) |
|---|---|---|
| a21oi | 2 | 10.0 |
| a31oi | 1 | 6.26 |
| and4 | 1 | 8.76 |
| buf | 3 | 26.3 |
| conb | 1 | 3.75 |
| dlxtn | 6 | 90.1 |
| mux2 | 1 | 15.0 |
| nand2 | 2 | 7.51 |
| nand3 | 4 | 20.0 |
| nand4 | 1 | 6.26 |
| nand4bb | 2 | 22.5 |
| nor2 | 2 | 7.51 |
| nor3 | 4 | 20.0 |
| nor4 | 4 | 25.0 |
| nor4bb | 1 | 10.0 |
| o21a | 2 | 15.0 |
| o21ai | 1 | 5.00 |
| o21bai | 2 | 15.0 |
| or2 | 1 | 6.26 |
| xnor2 | 8 | 70.1 |
| xor2 | 28 | 245 |
-- final timing paths --
check / end / slack [ps] / depth (start not counted) / from
max: Data_Forw_PA[1] / -210 / 9 / EX_Rd[0]
min: LE_PC / 2020 / 5 / ID_Rn[3]
-- routing by layer --
metal / vias to the layer above / GRT usage
met2: 25 / 0.0890
li1: 347 / -
met4: 0 / 0
met1: 284 / 0.0624
met3: 0 / 0.0136
met5: - / 0
-- worst max-delay path: cells and delay by family --
kind / cells / cell delay, ps
AND/OR/NAND/NOR: 3 / 430
AND-OR/OR-AND: 1 / 190
buffers and inverters: 3 / 700
latches: 1 / 330
XOR/XNOR: 1 / 190
-- what timing repair did --
action | in CTS | in global routing
endpoints found under the hold margin | 0 | 0
endpoints found under the setup margin | 9 | 6
resized | 128 | 19
setup buffers | 2 | 1
pin swaps | 24 | 10
-- state kept, by name, indices dropped and copies added (netlist names) --
register	count
Data_Forw_PD	2
Data_Forw_PA	2
Data_Forw_PB	2
-- logic make-up after synthesis --
| logic type | count (synthesis) | share of synthesized area |
|---|---|---|
| AOI/OAI and AO/OA | 8 | 0.0807 |
| xor gates and xnor gates | 36 | 0.496 |
| buffers and inverters | 3 | 0.0413 |
| latches | 6 | 0.142 |
| muxes | 1 | 0.0236 |
| other | 1 | 0.00590 |
| and+or+nand+nor | 22 | 0.211 |
Power and IR drop assume default switching activity.
