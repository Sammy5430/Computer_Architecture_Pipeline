## design/flow/run.sh

```bash
#!/bin/bash
# OpenROAD 26Q1-2900-gdf79404cd8, Yosys 0.63+post, stock flow scripts
make -C /OpenROAD-flow-scripts/flow DESIGN_CONFIG=/design/flow/config.mk WORK_HOME=/design/flow/orfs finish
```

## design/flow/config.mk

```make
export PLATFORM = sky130hd
export DESIGN_NAME = sign_extender
export DESIGN_NICKNAME = sign_extender
export VERILOG_FILES = /design/flow/design.v
export SDC_FILE = /design/flow/constraint.sdc
export NUM_CORES = 4
export LEC_CHECK = 1
export CORE_AREA = 10 10 77 77
export DIE_AREA = 0 0 87 87
```

## design/flow/constraint.sdc

```tcl
current_design sign_extender

set clk_period 6.0
set clk_io_pct 0.2

create_clock -name clk0 -period $clk_period

set non_clock_inputs [all_inputs -no_clocks]
set_input_delay [expr $clk_period * $clk_io_pct] -clock clk0 $non_clock_inputs
set_output_delay [expr $clk_period * $clk_io_pct] -clock clk0 [all_outputs]
```

## design/flow/design.v

```verilog
module sign_extender (output reg[31:0] TA, input[23:0] base);
	reg [25:0] ext;
	reg [31:0] temp;
	always @ (base)
		begin
			if(base[23]==1'b1)
				begin
					{ext}=~base+24'h000001;
					ext=ext*3'b100;
					{temp}=ext;
					TA=0-temp;
				end
			else
				begin
					{ext}=base;
					ext=ext*3'b100;
					{TA}=0-ext;
				end
		end
endmodule
```

==> run_results.csv <==
group,metric,value,unit
status,status,"completed",
final_layout,area_growth,38.4,%
detailed_routing,viasPerCell,5.22,
sta,period_minus_slack,5740,ps
yosys,ys_area,0.00147,mm^2
final_layout,final_cell_area,0.00203,mm^2
final_layout,logic_area,0.00135,mm^2
sta,worst_pin_slew,518,ps
place,place_congestion,0.904,
sta,worst_slack,255,ps
detailed_routing,insertedDiodeCount,0,
floorplan,io_pins,56,
yosys,yosys_warnings,1,
sta,finalSetupViolCount,0,
worst_setup_path,cp_slowest_cell,"or4_1",
global_routing,grtUsageTotal,0.114,
detailed_routing,met2WireLength,2.12,mm
worst_setup_path,critPathMaxFanout,6,
sta,hold_viol,0,
detailed_routing,totalWireLength,4.45,mm
sta,fin_crit_sh,0.957,
place,dpl_cell_area,0.00200,mm^2
final_layout,final-seq-area,0,um^2
floorplan,die.size.y,87,um
yosys,syn_area,0.00147,mm^2
detailed_routing,num_vias,1638,
yosys,synthDistinctLibCells,53,
worst_setup_path,critPathCaptureType,"output pin",
place,dp_slack,241,ps
worst_setup_path,cp_num_cells,11,
global_routing,grt_pass1_wl,7.56,mm
detailed_routing,detail-route-antenna-nets,0,
place,port_buffers,54,
worst_setup_path,crit_buf_inv,3,
sta,maxSlewViolCount,0,
power_and_ir_drop,ir_drop,0.0310,mV
worst_setup_path,critPathLaunchType,"input pin",
floorplan,floorplan.core_util,0.337,
worst_setup_path,cp_common_cell,"clkdlybuf4s50_1",
yosys,synth_area_per_cell,6.73,um^2
worst_setup_path,cpLargestDelayFamily,"simple AND/OR/NAND/NOR gates",
power_and_ir_drop,total_power,120,uW
global_routing,overflow,0,
worst_setup_path,critPathKind,"in -> out",
worst_setup_path,crit_chain,"clkdlybuf4s50_1, inv_1, ha_1, or4b_4, nor2_1, o21ai_1, nand2b_4, or4_1, o41ai_2, xnor2_1, clkdlybuf4s50_1",
sta,timing.fmax,174,MHz
detailed_routing,post_drt_wl_per_cell,14.2,um
worst_setup_path,critPathMaxStageDelay,700,ps
floorplan,core,0.00435,mm^2
worst_setup_path,crit_end,"TA[23]",
yosys,synth_cells,218,
detailed_routing,wl_met1,1.99,mm
detailed_routing,firstDrtPassIters,4,
sta,fin_hold_ws,3390,ps
worst_setup_path,cp_data_arrival_time,4540,ps
global_routing,grt_start_max_net_pins,17,
detailed_routing,drc,0,
yosys,ys_cells,218,
cts,ctsHoldBuffers,0,
final_layout,nClkBuffers,0,
yosys,seq_area_frac_synth,0,
floorplan,fp.dieW,87,um
global_routing,grt_pass1_vias,1564,
flow_run,cap_violations,0,
detailed_routing,dr.max_layer_used,"met4",
worst_setup_path,crit_start,"base[0]",
detailed_routing,wl_met3,325,um
power_and_ir_drop,total_leakage_power,0.000662,uW
global_routing,antenna_found_initial,0,
detailed_routing,drtIter0Drc,47,
place,hpwlAfterDp,3.77,mm
final_layout,drive_gt1_frac,0.111,
sta,rsz0062_at_grt,"false",
worst_setup_path,worst_ep_required_time,4800,ps
floorplan,fp-row-count,24,
final_layout,fill_cells,445,
sta,slew_headroom,0.653,
floorplan,die_area,0.00757,mm^2
flow_run,openroad.warnings,33,
final_layout,flops,0,
min_path,worstHoldPathType,"in -> out",
power_and_ir_drop,p_per_area,59.0,mW/mm^2
sta,finalSetupTns,0,ps
## report_power, final
part	internal (uW)	total, uW	switching [uW]
clock	0	0	0
sequential	0	0	0
combinational	70.4	120	49.5
## per-stage QoR
stage | util | instances
global route | 0.466 | 314
detailed placement | 0.460 | 311
global placement | 0.460 | 311
finish | 0.466 | 314
CTS | 0.460 | 311
floorplan | - | 219
## synthesized netlist by cell type, types with 3 or more instances
cell type	instances	area, um^2
o21ai_0	14	70.1
xor2_1	11	96.3
a21oi_1	3	15.0
or3_1	5	31.3
nand2b_1	3	18.8
o31ai_2	3	37.5
nor3_1	9	45.0
o211ai_1	3	22.5
clkbuf_1	7	26.3
nand3_1	7	35.0
nor4_1	5	31.3
nor2_1	19	71.3
inv_1	3	11.3
buf_4	9	67.6
nand3b_1	3	22.5
buf_2	3	15.0
or2_2	3	18.8
xnor2_1	30	263
and3_1	3	18.8
o21ai_1	4	20.0
o31ai_1	4	30.0
nand2_1	24	90.1
## layout by cell type, fill, tap and decap left out, drive strengths merged, types with 2 or more instances in the layout
cell type      count
clkdlybuf4s50     54
xnor2             30
nand2             24
nor2              19
o21ai             18
xor2              11
nor3              11
buf                9
nand3              7
nor4               7
o31ai              7
or3                5
nand2b             4
or2                4
or4                4
inv                3
and3               3
o211ai             3
a21oi              3
nand3b             3
nand4              3
and2               2
o22ai              2
o21a               2
a31oi              2
a21boi             2
a22oi              2
o31a               2
ha                 2
conb               2
## timing repair
| item | in CTS | in global routing |
|---|---|---|
| buffers inserted | 0 | 3 |
| resized | 0 | 1 |
| endpoints found under the setup margin | 0 | 7 |
## how the worst min path moves through the flow
| stage | from | endpoint | slack, ps | cells past startpoint |
|---|---|---|---|---|
| 6_report | base[0] | TA[2] | 3390 | 3 |
| 5_1_grt | base[0] | TA[2] | 3420 | 3 |
| 4_1_cts | base[0] | TA[2] | 3400 | 3 |
## layer usage
layer	track usage	up-vias
li1	-	873
met1	0.150	719
met4	0.00442	0
met5	0	-
met3	0.0217	2
met2	0.197	44
## layout make-up
type | count | area share
inverter | 3 | 0.00555
multi-input combinational | 196 | 0.663
tap | 52 | 0.0320
timing repair buffer | 63 | 0.299
## kinds of logic (layout without fill, tap and decap cells)
logic type	Yosys count	in the layout	share of synthesized area
AOI/OAI and AO/OA	49	49	0.238
xor gates and xnor gates	41	41	0.245
adders and majority gates	2	2	0.0170
buffers and inverters	23	66	0.0895
other	1	2	0.00256
and+or+nand+nor	102	102	0.408
No activity file was given, so power comes from the tool's default toggle rates.
