[flow/design.v]
module shifter (output reg[31:0] OUT, output reg shifter_carry_out, input [31:0] RM, input[11:0] L, input[1:0] M, input C_in);
    reg [31:0] temp;
    always @ (L, RM)
		case(M)
            2'b00:	begin
						{temp} = L[7:0];
						{OUT} = {temp, temp} >> (2 * L[11:8]);
                    	if(L[11:8] == 4'b0000) 
							shifter_carry_out = C_in;
						else
							shifter_carry_out = OUT[31];
					end
            2'b01:
                    if(L[6:5]==2'b00)  
							if(L[11:7] == 5'b00000) 
                                begin
                                    {OUT} <= RM;
                                    shifter_carry_out <= C_in;
                                end
                            else
                                begin
                                    {OUT} <= RM << L[11:7];
                                    shifter_carry_out <= RM[32-{L[11:7]}];
                                end
                    else if(L[6:5]==2'b01)
							if(L[11:7] == 5'b00000)
                                begin
                                    {OUT} <= 32'b0;
                                    shifter_carry_out <= RM[31];
                                end
                            else
                                begin
                                    {OUT} <= RM >> L[11:7];
                                    shifter_carry_out <= RM[{L[11:7]}-1];
                                end
                    else if(L[6:5]==2'b10)  
							if(L[11:7] == 5'b00000)
                                if(RM[31] == 1'b0)
                                    begin
                                        {OUT} <= 32'b0;
                                        shifter_carry_out <= RM[31];
                                    end
                                else
                                    begin
                                        {OUT} <= 32'hFFFFFFFF;
                                        shifter_carry_out <= RM[31];
                                    end
                            else
                                begin
                                    {OUT} <= $signed(RM) >>> L[11:7];
                                    shifter_carry_out <= RM[{L[11:7]}-1];
                                end
                    else
							if(L[11:7] == 5'b00000)  
                                begin
                                    {OUT} <= (C_in << 31) | (RM >> 1);
                                    shifter_carry_out <= RM[0];
                                end
                            else
                                begin
                                    {OUT} <= {RM, RM} >> L[11:7];
                                    shifter_carry_out <= RM[{L[11:7]}-1];
                                end
			2'b10:  begin
						{OUT} <= L[11:0];
					end
			2'b11:	begin
						if(L[11:5]==7'b0) 
							begin
							{OUT} <= RM;
							end
						else if(L[6:5]==2'b00) 
							{OUT} <= RM << L[11:7];
						else if(L[6:5]==2'b01) 
							begin
								if(L[11:7]==5'b00000)
									{OUT} <= 32'b0;
								else 
									{OUT} <= RM >> L[11:7];
							end
						else if(L[6:5]==2'b10) 
							begin
								if(L[11:7] == 5'b00000)
									if(RM[31] == 1'b0)
											{OUT} <= 32'b0;
									else
										{OUT} <= 32'hFFFFFFFF;
								else
									{OUT} <= $signed(RM) >>> L[11:7];
							end
						else 
							begin 
								if(L[11:7] == 5'b00000) 
                                    {OUT} <= (C_in << 31) | (RM >> 1);
								else
									{OUT} <= {RM, RM} >> L[11:7];
							end
					end
		endcase
endmodule
[flow/run.sh]
#!/bin/bash
# OpenROAD 26Q1-2900-gdf79404cd8, Yosys 0.63+post, stock flow scripts
make -C /OpenROAD-flow-scripts/flow DESIGN_CONFIG=/design/flow/config.mk WORK_HOME=/design/flow/orfs finish
[flow/config.mk]
export PLATFORM = sky130hd
export DESIGN_NAME = shifter
export DESIGN_NICKNAME = shifter
export VERILOG_FILES = /design/flow/design.v
export SDC_FILE = /design/flow/constraint.sdc
export NUM_CORES = 4
export LEC_CHECK = 1
export CORE_UTILIZATION = 40
[flow/constraint.sdc]
current_design shifter

set clk_period 6.5
set clk_io_pct 0.2

create_clock -name clk0 -period $clk_period

set non_clock_inputs [all_inputs -no_clocks]
set_input_delay [expr $clk_period * $clk_io_pct] -clock clk0 $non_clock_inputs
set_output_delay [expr $clk_period * $clk_io_pct] -clock clk0 [all_outputs]
==> GITHUB_STEP_SUMMARY <==
### Metrics collected by this job

| Metric | Value |
|---|---|
| Hold path endpoint | `OUT[25]` |
| Chip area | `21150 um2` |
| Post-synthesis instance area | `8229 um2` |
| Max-cap violations | `0` |
| Layout Cells excl Fill | `1473` |
| Startpoint of the lowest-slack hold path | `L[10]` |
| Tmin final | `6.252 ns` |
| Crit path max-delay cell type | `sky130_fd_sc_hd__clkdlybuf4s50_1` |
| Detailed-route vias per instance | `7.447` |
| Total global routing track utilization | `0.4807` |
| Count of buffers inserted at the top-level ports | `80` |
| Core region area | `20170 um2` |
| Stages on the worst setup path | `9` |
| Count of warning messages emitted by the tools | `36` |
| Startpoint kind of the worst setup timing path | `input pin` |
| Count of unclocked register or latch pins | `1` |
| Antenna violations before repair | `1` |
| Top cells by area | `sky130_fd_sc_hd__mux4_2 19%, sky130_fd_sc_hd__a21oi_1 7.4%, sky130_fd_sc_hd__mux2i_1 7.1%, sky130_fd_sc_hd__nand2_1 7.0%, sky130_fd_sc_hd__nor2_1 6.8%` |
| IR drop worst, VDD | `0.1093 mV` |
| Crit-path leading delay family | `buffers and inverters` |
| Worst hold slack | `3.654 ns` |
| Final global-route overflow total | `0` |
| Detailed Route Iter0 Violations | `1472` |
| Count of flip-flops with a built-in enable after synthesis | `0` |
| Layout area overhead | `13.65%` |
| Commonest non-fill, non-tap cell in the layout | `sky130_fd_sc_hd__nand2_1` |
| Die height | `145.4 um` |
| Number of stages on the worst hold path | `5` |
| Nature of the critical path endpoint | `output pin` |
| Fraction of final layout cells with drive strength greater than 1 | `0.1887` |
| Post-Syn Instances | `1185` |
| Detailed-route wire length per cell | `33.92 um` |
| Total Neg Setup Slack | `0 ns` |
| Fraction of registers with async set or reset after synthesis | `0` |
| Total cells reported by yosys after synthesis | `1185` |
| Global placer's final weighted congestion | `1.146` |
| Top cell type's share of synthesized area | `0.1888` |
| Vias after detailed routing | `10970` |
| ANT nets after route | `0` |
| Number of diodes added for antenna fixing | `0` |
| Die X-Extent | `145.4 um` |
| Post-CTS sizing | `0` |
| Largest reg by FF count | `shifter_carry_out` |
| Count of standard-cell rows | `52` |
| Unrepaired setup endpoints after global routing | `no` |
| Count of final setup violators | `0` |
| Max FFs per register | `1` |
| Initial Utilization | `0.4080` |
| Leakage power of the design | `3.389 nW` |
| Total setup buffers inserted after CTS | `0` |
| Status | `finished clean` |
| Worst slew margin | `0.2874` |
| Final hold violations | `0` |
| Top cell by count, worst path | `sky130_fd_sc_hd__clkdlybuf4s50_1` |
| FF+latch count, synth | `1` |
| PwrDens | `96.98 nW/um2` |
| Wire length of the first global-routing pass | `71710 um` |
| Number of unconstrained endpoints | `2` |
| Largest stage delay on the critical path | `1.18 ns` |
| Maximum clock frequency | `0.1600 GHz` |
| Post-detailed-placement half-perimeter wirelength | `36620 um` |
| Cell accounting for the most synthesized area | `sky130_fd_sc_hd__mux4_2` |
| Vias in the first global route | `10220` |
| Placed cell count | `1473` |
| Top library cells by usage in the layout, fill and taps aside | `153 x sky130_fd_sc_hd__nand2_1, 149 x sky130_fd_sc_hd__nor2_1, 121 x sky130_fd_sc_hd__a21oi_1` |
| Aggregate routed wire length | `49960 um` |
| Crit path kind | `input pin to output pin` |
| Boundary Pins | `80` |
| Count of synthesis-stage warnings from yosys | `1` |
| DRC Markers | `0` |
| Classification of the worst-slack hold path | `input pin to output pin` |
| Hold bufs inserted after CTS | `0` |
| Cells along the critical path | `clkdlybuf4s50_1, mux2i_1, mux4_2, o31ai_1, or3_1, o2111ai_1, a21oi_1, a31o_1, clkdlybuf4s50_1` |
| Commonest register cell after synthesis | `sky130_fd_sc_hd__dlxtn_1` |
| Final Cycle Share | `0.9618` |
| Registers with the most flip-flops | `shifter_carry_out: 1 flops` |
| Chip area line of the yosys report | `8229 um2` |
| Slew at the pin closest to its max-slew limit | `1.066 ns` |
| Netlist cell types | `81` |
| Arrival time reported for the critical path endpoint | `4.95 ns` |
| WP buf/inv | `2` |
| Maximum fanout along the worst path | `12` |
| Largest net degree at the start of global routing | `111` |
| Number of slew-limit violations in the final report | `0` |
| Mapped Avg Cell Area | `6.944 um2` |
| Required time worst endpoint | `5.20 ns` |
| TritonRoute pass-1 iters | `8` |
[final cells by class]
| class | instances | area [um2] |
|---|---|---|
| Fill cell | 2120 | 10820 |
| Inverter | 17 | 63.81 |
| Multi-Input combinational cell | 1016 | 7403 |
| Sequential cell | 1 | 15.01 |
| Tap cell | 270 | 337.8 |
| Timing Repair Buffer | 169 | 1533 |
[stage by stage]
step	utilization	setup slack (ns)	area, um2	total power, mW
after floorplan	-	1.289	8229	0.5205
after global placement	0.4637	0.4407	9353	0.8668
after detailed placement	0.4637	0.5097	9353	0.8616
after CTS	0.4637	0.4971	9353	0.8647
after global routing	0.4637	0.2849	9353	0.9407
final	0.4637	0.2480	9353	0.9070
[kinds of logic after synthesis]
group	after synthesis	synth area share
AOI/OAI and AO/OA	427	0.3470
xor gates and xnor gates	2	0.002129
adders and majority gates	4	0.006082
buffers and inverters	168	0.09883
latches	1	0.001824
muxes	172	0.3278
and+or+nand+nor	411	0.2164
[report_power, final]
group / switching, mW / internal, mW / leakage, nW
combinational: 0.550 / 0.356 / 3.38
clock: 0 / 0 / 0
sequential: 0.000113 / 0.000921 / 0.00796
total: 0.550 / 0.357 / 3.39
[layer usage]
| layer | part of all wire | global-route usage |
|---|---|---|
| met5 | 0.00026 | 0 |
| met4 | 0.061 | 0.2068 |
| met3 | 0.16 | 0.2224 |
| met2 | 0.40 | 0.6704 |
| met1 | 0.38 | 0.6444 |
[synthesized netlist by cell type, types with 8 or more instances]
| cell type | n |
|---|---|
| sky130_fd_sc_hd__nand2_1 | 153 |
| sky130_fd_sc_hd__nor2_1 | 149 |
| sky130_fd_sc_hd__a21oi_1 | 121 |
| sky130_fd_sc_hd__clkbuf_1 | 74 |
| sky130_fd_sc_hd__mux4_2 | 69 |
| sky130_fd_sc_hd__o21ai_0 | 63 |
| sky130_fd_sc_hd__mux2i_1 | 58 |
| sky130_fd_sc_hd__buf_2 | 42 |
| sky130_fd_sc_hd__mux2_2 | 37 |
| sky130_fd_sc_hd__nand3_1 | 27 |
| sky130_fd_sc_hd__o22ai_1 | 26 |
| sky130_fd_sc_hd__a211oi_1 | 23 |
| sky130_fd_sc_hd__o21ai_1 | 19 |
| sky130_fd_sc_hd__buf_1 | 16 |
| sky130_fd_sc_hd__o211ai_1 | 16 |
| sky130_fd_sc_hd__a31oi_1 | 15 |
| sky130_fd_sc_hd__nor3_1 | 15 |
| sky130_fd_sc_hd__nand2b_1 | 12 |
| sky130_fd_sc_hd__o2111ai_1 | 12 |
| sky130_fd_sc_hd__o221ai_1 | 12 |
| sky130_fd_sc_hd__a22oi_1 | 11 |
| sky130_fd_sc_hd__o32ai_1 | 11 |
| sky130_fd_sc_hd__inv_1 | 10 |
| sky130_fd_sc_hd__o31ai_1 | 10 |
| sky130_fd_sc_hd__or3_1 | 10 |
| sky130_fd_sc_hd__buf_4 | 9 |
| sky130_fd_sc_hd__a311oi_1 | 8 |
| sky130_fd_sc_hd__nor2b_1 | 8 |
[worst max path at each step]
stage / slack [ns] / endpoint / start
5_1_grt: 0.28 / OUT[10] / RM[9]
6_report: 0.25 / OUT[10] / RM[9]
4_1_cts: 0.50 / OUT[10] / RM[9]
Power figures rest on the tool's default switching activity, not on a simulated workload.
